$ cat config.mk
export PLATFORM = sky130hd
export DESIGN_NAME = Data_Memory
export DESIGN_NICKNAME = Data_Memory
export VERILOG_FILES = /design/flow/design.v
export SDC_FILE = /design/flow/constraint.sdc
export NUM_CORES = 4
export LEC_CHECK = 1
export CORE_UTILIZATION = 30
$ cat constraint.sdc
current_design Data_Memory

set clk_period 4.8
set clk_io_pct 0.2

create_clock -name clk0 -period $clk_period [get_ports {clk}]

set non_clock_inputs [all_inputs -no_clocks]
set_input_delay [expr $clk_period * $clk_io_pct] -clock clk0 $non_clock_inputs
set_output_delay [expr $clk_period * $clk_io_pct] -clock clk0 [all_outputs]
$ cat run.sh
#!/bin/bash
# OpenROAD 26Q1-2900-gdf79404cd8, Yosys 0.63+post, stock flow scripts
make -C /OpenROAD-flow-scripts/flow DESIGN_CONFIG=/design/flow/config.mk WORK_HOME=/design/flow/orfs finish
$ cat design.v
module Data_Memory(clk, rst_n, MemRW, read_address, Write_data, MemData_out);
    input clk, rst_n, MemRW;
    input [31:0] read_address, Write_data;
    output [31:0] MemData_out;
    integer k;
    reg [31:0] D_Mem [63:0];
    always @(posedge clk or negedge rst_n) begin
        if (!rst_n) begin
            for (k = 0; k < 64; k = k + 1) begin
                D_Mem[k] = 32'b00;
            end
        end
        else if (!MemRW) begin
            D_Mem[read_address] = Write_data;
        end
    end
    assign MemData_out = (MemRW) ? D_Mem[read_address] : 32'b0;
endmodule
==> results.tsv <==
stage	metric	value	unit
synth	xor_area_frac	0	
placed_design	globalplace.congestion	0.9719	
synth	avgSynthCellArea	13.64	sq um
synth	ys_seq_frac	0.5712	
clocking	cts_num_sinks	2048	
placed_design	port_buffers	72	
clocking	cts_buffers	211	
clocking	root_buffer	clkbuf_16	
synth	ys_cells	6576	
final_timing	endpoint_type	primary output	
clocking	hold_buffers	0	
placed_design	dp_hpwl	246.3	mm
final_timing	worst_endpoint	MemData_out[18]	
synth	synth.distinct_cells	62	
clocking	clockBufferDepth	3	
synth	synth_warnings	2	
synth	synthCells	6576	
synth	async_flop_share	1.000	
synth	ys_top_logic_family	multiplexers	
global_routing	grt_max_degree	136	
clocking	htreeDepth	4	
floorplan	die_w	548.9	microns
synth	synthFlopType	dfrtp_1	
status	status	aborted with a tool error	
status	failed_stage	global routing (5_1_grt)	
floorplan	fp_util	0.3018	
floorplan	num_rows	200	
synth	syn_area	89720	sq um
synth	ys_sh_adder	0	
floorplan	die_height	548.9	microns
synth	numSynthFlops	2048	
synth	edf_count	0	
placed_design	dpl.cell_count	10680	
synth	simple_gate_share	0.03789	
status	tool.error	[ERROR GRT-0116] Global routing finished with congestion. Check the congestion regions in the DRC Viewer.	
synth	ys_area	89720	sq um
floorplan	pin_count	99	
synth	mux_share	0.2667	
synth	synthAoiAreaFrac	0.09271	
==> kinds of logic after synthesis <==
kind of cell,after synthesis
AOI/OAI and AO/OA,1099
muxes,2131
DFF,2048
buffers and inverters,681
and+or+nand+nor,617
==> repair_timing <==
item | 4_1_cts
pin swaps | 54
buffers inserted | 29
resized | 190
setup endpoints to repair | 32
endpoints found under the hold margin | 0
==> synthesized netlist by cell type, drive strengths merged, types with 7 or more instances <==
cell type / count / area [sq um]
a22oi: 741 / 5563
a221oi: 37 / 324.1
and2: 21 / 131.4
and3: 45 / 281.5
nor2: 57 / 216.5
nor3: 57 / 315.3
o21ai: 51 / 255.3
nand4: 134 / 838.3
a2bb2oi: 28 / 245.2
nor4: 49 / 306.5
dfrtp: 2048 / 51250
a211oi: 11 / 82.58
a22o: 78 / 683.2
and4: 7 / 61.31
a2111oi: 20 / 212.7
or4: 10 / 75.07
o2bb2ai: 20 / 175.2
nand3: 57 / 285.3
mux2: 2076 / 23380
a21oi: 32 / 160.2
nand2b: 7 / 43.79
o22ai: 9 / 56.30
a31oi: 27 / 168.9
buf: 290 / 1361
mux2i: 55 / 550.5
nand2: 134 / 503.0
clkbuf: 391 / 1468
==> through the flow <==
| stage | worst slack, ns | instance area, sq um | setup TNS, ns | util |
|---|---|---|---|---|
| CTS | -0.04017 | 109800 | -0.1399 | 0.3693 |
| detailed placement | -1.079 | 101300 | -17.23 | 0.3407 |
| global placement | -1.123 | 101300 | -18.11 | 0.3407 |
| floorplan | 0.9015 | 89720 | 0 | - |
